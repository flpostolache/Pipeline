--- design/flow/constraint.sdc ---
current_design modul_top

set clk_period 1.7
set clk_io_pct 0.2

create_clock -name clk0 -period $clk_period [get_ports {clk}]

set non_clock_inputs [all_inputs -no_clocks]
set_input_delay [expr $clk_period * $clk_io_pct] -clock clk0 $non_clock_inputs
set_output_delay [expr $clk_period * $clk_io_pct] -clock clk0 [all_outputs]
--- design/flow/run.sh ---
#!/bin/bash
# OpenROAD 26Q1-2900-gdf79404cd8, Yosys 0.63+post, stock flow scripts
make -C /OpenROAD-flow-scripts/flow DESIGN_CONFIG=/design/flow/config.mk WORK_HOME=/design/flow/orfs finish
--- design/flow/design.v ---
`timescale 1ns / 1ps
module RegD(clk, reset, load, rez, out);
input clk;
input reset;
input load;
input [4:0] rez;
output [4:0] out;
reg [4:0] out;
always @(posedge clk)
begin
    if(reset == 0 && load == 1)
       out = rez;
    else
    begin
    if(reset == 1)
        out = 0;
    end
end
endmodule
`timescale 1ns / 1ps
module modul_adunare(a, b, out);
input a;
input b;
output out;
assign out = a + b;
endmodule
`timescale 1ns / 1ps
module modul_diferenta(a, b, out);
input a;
input b;
output out;
assign out = a - b;
endmodule
`timescale 1ns / 1ps
module modul_inmultire(a, b, out);
input a;
input b;
output out;
assign out = a * b;
endmodule
`timescale 1ns / 1ps
module modul_top(clk, reset, load, a, b, c, d, e, f);
input clk;
input reset;
input load;
input a;
input b;
input c;
input d;
input e;
output f;
wire [4:0] reg1;  
wire [4:0] reg2;
wire [4:0] reg3;
wire [4:0] reg4;
wire inmultire1,inmultire2, suma, diferenta;
RegD modul1(clk, reset, load,{a,b,c,d,e},reg1);
modul_inmultire in1(reg1[4], reg1[3], inmultire1);
modul_inmultire in2(reg1[1], reg1[0], inmultire2);
RegD modul2(clk, reset, load, {inmultire1, reg1[2],inmultire2, 1'b0, 1'b0}, reg2);
modul_adunare in3(reg2[4],reg2[3],suma);
RegD modul3(clk, reset, load, {suma, reg2[2], 1'b0, 1'b0, 1'b0}, reg3);
modul_diferenta in4(reg3[4],reg3[3],diferenta);
RegD modul4(clk, reset, load, {diferenta, 1'b0, 1'b0, 1'b0, 1'b0}, reg4);
assign f = reg4[4];
endmodule
--- design/flow/config.mk ---
export PLATFORM = sky130hd
export DESIGN_NAME = modul_top
export DESIGN_NICKNAME = modul_top
export VERILOG_FILES = /design/flow/design.v
export SDC_FILE = /design/flow/constraint.sdc
export NUM_CORES = 4
export LEC_CHECK = 1
export CORE_AREA = 10 10 70 70
export DIE_AREA = 0 0 80 80
==> impl_metrics.py <==
# Physical implementation metrics
metrics = {
    "synthesis": {
        "synth_cell_types": 8,
        "yosysWarnings": 1,
        "syn_inst": 27,
        "ys_seq_elements": 11,
        "ys_cells": 27,
        "netlist_area_um2": 438,
        "avgSynthCellArea_um2": 16.2,
        "yosysTopAreaCellShare_pct": 75.4,
        "yosysTopAreaCell": "edfxtp_1",
        "yosys_area_um2": 438,
        "ys_seq_share_pct": 75.4,
        "area_leaders": "edfxtp_1 75%, and2_1 10%, xnor2_1 4.0%",
    },
    "outcome": {
        "status": "finished, final reports clean",
    },
    "worst_setup_path": {
        "cp.arrival_ps": 1040,
        "reg2reg_to": "modul3.out[4]",
        "cp_top_family": "buffers and inverters",
        "required_ps": 1360,
        "r2r_setup_slack_ps": 860,
        "cp-endpoint": "f",
        "critPathMaxStageDelay_ps": 450,
        "crit_path_max_fanout": 1,
        "crit_slowest_cell": "clkdlybuf4s50_1",
        "path_cells": "clkdlybuf4s50_1",
        "worst-path-buf-inv": 1,
        "setup.worst_path.start": "modul4.out[4]",
        "rr_worst_depth": 2,
        "crit_cells": 1,
        "crit_type": "flip-flop to output port",
        "end_kind": "output port",
        "timing.rr.start": "modul2.out[4]",
        "start_kind": "flip-flop",
    },
    "floorplan": {
        "die_w_um": 80,
        "die_area_um2": 6400,
        "fp.dieH_um": 80,
        "core_area_um2": 3420,
        "rows": 21,
        "core_util_floorplan_pct": 12.8,
        "io-pin-count": 9,
    },
    "cts": {
        "cts.sinks": 11,
        "cts.root.buffer_cell": "clkbuf_4",
        "cts_tree": "done",
        "cts.htree.levels": 1,
        "clockBufferDepth": 2,
        "clkTransAtPathRegs_ps": 70,
        "ctsResizeCount": 0,
        "postCtsSetupRepairBufs": 0,
        "clk_latency_ps": 260,
        "numCtsBuffers": 3,
        "holdBufCountCts": 0,
    },
    "power": {
        "finalPower_w": 0.000539,
        "switchingPower_w": 0.0000974,
        "power_frac_comb_pct": 8.7,
        "p_int_w": 0.000442,
        "p_sw_share_pct": 18.1,
        "p_per_area_nw_per_um2": 867,
        "seq_power_share_pct": 60.1,
        "clock_power_share_pct": 31.2,
        "p_leak_nw": 0.225,
        "max-vdd-ir-drop_mv": 0.344,
    },
    "routing": {
        "drt_pass1_iterations": 4,
        "post_drt_wl_per_cell_um": 6.67,
        "drc": 0,
        "drtIter0Drc": 20,
        "n_antenna_cell": 0,
        "wl_um": 574,
        "avgViaCountPerCell": 2.65,
        "antenna_left": 0,
        "vias": 228,
    },
    "final_layout": {
        "fin_area_um2": 622,
        "synthToLayoutAreaGrowth_pct": 42.0,
        "drive_gt1_share_pct": 12.5,
        "fillers": 379,
    },
    "timing": {
        "fin_worst_skew_ps": 7.42,
        "tns_ps": 0,
        "finalMaxSlewViolations": 0,
        "rsz0062_at_grt": "no",
        "max_clock_freq_mhz": 725,
        "max_slew.worst_pin.slew_ps": 170,
        "hold_viol": 0,
        "finalSetupViolCount": 0,
        "min_period_ps": 1380,
        "fin_crit_sh_pct": 81.1,
        "hold-worst-slack_ps": 508,
        "max_slew_margin_pct": 88.7,
    },
    "min_path": {
        "min_path_type": "flip-flop to flip-flop",
    },
    "placement": {
        "port-buffer-count": 8,
        "place_area_um2": 596,
        "routabilityCongestion": 0.726,
    },
    "grt": {
        "antenna_found_initial": 0,
        "grt_overflow": 0,
        "grt_max_degree": 12,
        "track_usage_pct": 2.19,
        "grt_pass1_wl_um": 1060,
        "grt_pass1_vias": 253,
    },
    "job": {
        "warning_count": 25,
        "maxCapViolCount": 0,
    },
}
-- power groups by stage --
stage	logic, W	clock network [W]	registers, W
5_1_grt	0.0000528	0.000191	0.000326
4_1_cts	0.0000481	0.000176	0.000324
6_report	0.0000470	0.000168	0.000324
-- metal layers --
metal	wire length, µm	track usage, %	up-vias	part of all wire (%)
met4	0	0.176	0	0
li1	-	-	120	-
met1	299	2.65	94	52
met3	117	2.61	0	20
met5	0	0	-	0
met2	157	2.49	14	27
-- final cells by class --
type	instances	area (µm²)	area share, %
multi-input combinational	16	108	17.3
clock buffer	4	26.3	4.23
timing repair buffer	9	100	16.1
sequential	11	330	53.1
tap	46	57.6	9.26
-- flip-flops by register name (all words and copies together) (netlist names) --
register	count
modul4.out	1
modul2.out	3
modul1.out	5
modul3.out	2
-- cell usage after synthesis, drive strengths merged --
cell type	instances
and2	7
xnor2	2
and3	2
or2	1
nand2b	1
nor2	2
edfxtp	11
nor2b	1
-- worst min-delay path by stage --
stage	end	start	slack (ps)	depth (start not counted)
4_1_cts	modul3.out[3]	modul2.out[2]	520	1
5_1_grt	modul3.out[3]	modul2.out[2]	550	1
6_report	modul3.out[3]	modul2.out[2]	510	1
-- per-stage QoR --
stage / util [%] / setup slack, ps / instances
after floorplan: - / 716 / 27
after global placement: 17.4 / 232 / 82
after detailed placement: 17.4 / 227 / 82
after CTS: 18.2 / 305 / 86
after global routing: 18.2 / 276 / 86
final: 18.2 / 321 / 86
-- cell usage in the layout, fill, tap and decap left out --
cell / count
edfxtp_1: 11
clkdlybuf4s50_1: 8
and2_1: 7
clkbuf_4: 3
xnor2_1: 2
nor2_1: 2
and3_1: 2
nand2b_1: 1
nor2b_4: 1
or2_1: 1
clkbuf_1: 1
buf_12: 1
-- cell families after synthesis --
kind of cell	count (synthesis)	share of synthesized area, %
xor+xnor	2	4.00
flops	11	75.4
simple gates	14	20.6
Power is estimated from default activity; no workload was simulated.
